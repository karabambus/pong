==> design/flow/design.v <==
	module image_logic(
    input CLK100MHZ,
    input [11:0] Hindex, Vindex, input canvas_valid,
    input btnU, btnD, btnR, btnL,
    output reg [11:0] pixel_data,
    output [6:0] seg,
    output reg [3:0] an
    );
    reg [11:0] left_paddle_horizontal_index = 12'd10;
    reg [11:0] left_paddle_vertical_index = 12'd10;    
    localparam left_param_width = 12'd10;
    localparam left_param_lenght = 12'd50;
    reg [11:0] right_paddle_horizontal_index = 12'd730;
    reg [11:0] right_paddle_vertical_index = 12'd10;    
    localparam right_param_width = 12'd10;
    localparam right_param_lenght = 12'd50;
    reg [11:0] ball_hi = 12'd400;
    reg [11:0] ball_vi = 12'd300;
    localparam ball_w = 12'd5;
    localparam ball_h = 12'd5;
	reg [3:0] ball_dir = 4'b1010;
    wire ball_active = (Hindex >= ball_hi & Hindex < (ball_hi + ball_w)) & (Vindex >= ball_vi & Vindex < (ball_vi + ball_h));
    wire left_paddle_active = (Hindex >= left_paddle_horizontal_index & Hindex <= (left_paddle_horizontal_index + left_param_width)) & (Vindex >= left_paddle_vertical_index & Vindex <= left_paddle_vertical_index + left_param_lenght);
    wire right_paddle_active = (Hindex >= right_paddle_horizontal_index & (Hindex < right_paddle_horizontal_index + right_param_width) & (Vindex >= right_paddle_vertical_index & Vindex <= (right_paddle_vertical_index + right_param_lenght)));
    wire top_hit = ball_vi == 12'd0;
    wire bottom_hit = (ball_vi + ball_h) >= 12'd600;
	wire left_paddle_hit = (((left_paddle_horizontal_index + left_param_width) >= ball_hi) & ((left_paddle_vertical_index <= ball_vi) & ((left_paddle_vertical_index + left_param_lenght) >= ball_vi)));
    wire right_paddle_hit = ((right_paddle_horizontal_index <= ball_hi) & ((right_paddle_vertical_index <= ball_vi) & ((right_paddle_vertical_index + right_param_lenght) >= ball_vi)));     
    wire left_hit = ball_hi == 12'd0;
    wire right_hit = ball_hi == 12'd800;
    always@(*)begin 
        if(left_paddle_active | right_paddle_active | ball_active)begin
            pixel_data <= 12'hfff;
        end
        else begin
            pixel_data <= 12'h000;
        end
    end    
    reg [18:0] CLK40MHZ_200HZ = 19'd0;
    always@(posedge CLK100MHZ) CLK40MHZ_200HZ <= CLK40MHZ_200HZ + 1;
    wire CLK200MHZ = CLK40MHZ_200HZ[18];
always@(posedge CLK200MHZ)begin
        if(btnU)begin
            if(left_paddle_vertical_index != 0)begin
                left_paddle_vertical_index <= left_paddle_vertical_index - 1;
            end
        end
        else if(btnL)begin
            if(left_paddle_vertical_index <= 12'd550)begin
                left_paddle_vertical_index <= left_paddle_vertical_index + 1;
            end
        end
        if(btnR)begin
            if(right_paddle_vertical_index != 0)begin
                right_paddle_vertical_index <= right_paddle_vertical_index - 1;
            end
        end
        else if(btnD)begin
            if(right_paddle_vertical_index <= 12'd550)begin
                right_paddle_vertical_index <= right_paddle_vertical_index + 1;
            end
        end
    end
reg reset = 0;
reg [3:0] score_left = 0;
reg [3:0] score_right = 0;
always@(posedge CLK200MHZ)begin
    if(reset)begin
        ball_hi <= 12'd400;
        ball_vi <= 12'd300;
        reset <= 0;
    end else 
    begin
        if (ball_dir[0])
           ball_hi = ball_hi + 1;
        if (ball_dir[1])
           ball_hi = ball_hi - 1;
        if (ball_dir[2])
           ball_vi = ball_vi + 1;
        if (ball_dir[3])
           ball_vi = ball_vi - 1;
        if(left_paddle_hit)begin 
            ball_dir[0] <= 1;
            ball_dir[1] <= 0;
            ball_hi = ball_hi + 1;		
       end else 
        if(right_paddle_hit)begin
            ball_dir[0] <= 0;
            ball_dir[1] <= 1;
            ball_hi <= ball_hi - 1;
        end else
        if(top_hit)begin
            ball_dir[2] <= 1;
            ball_dir[3] <= 0;
            ball_vi <= ball_vi + 1;
         end else
        if(bottom_hit)begin
            ball_dir[2] <= 0;
            ball_dir[3] <= 1;
            ball_vi <= ball_vi - 1;
         end else
        if(left_hit)begin
            reset <= 1;
            ball_dir[0] <= 1;
            ball_dir[1] <= 0;
            score_right = score_right + 1;
        end else 
        if(right_hit)begin
            reset <= 1;
            ball_dir[0] <= 0;
            ball_dir[1] <= 1;
            score_left = score_left + 1;
        end 
    end
end
reg [9:0] counter = 0;
reg [3:0] sw;
wire [6:0] dekoder [15:0];
assign dekoder[0]  = 7'b1000000;  
assign dekoder[1]  = 7'b1111001;  
assign dekoder[2]  = 7'b0100100;  
assign dekoder[3]  = 7'b0110000;  
assign dekoder[4]  = 7'b0011001;  
assign dekoder[5]  = 7'b0010010;  
assign dekoder[6]  = 7'b0000010;  
assign dekoder[7]  = 7'b1111000;  
assign dekoder[8]  = 7'b0000000;  
assign dekoder[9]  = 7'b0010000;  
assign dekoder[10] = 7'b0001000;  
assign dekoder[11] = 7'b0000011;  
assign dekoder[12] = 7'b0100111;  
assign dekoder[13] = 7'b0100001;  
assign dekoder[14] = 7'b0000110;  
assign dekoder[15] = 7'b0001110;  
assign seg = dekoder[sw];   
reg [3:0] sel = 4'b0001;
always@(posedge CLK200MHZ)begin
    counter <= counter + 1;
    if (counter[9:8] == 1)begin
       sel <= sel << 1;
       sel [0] <= sel[3];
       if(sel[0])begin
            sw <= score_right;
            an <= 4'b0111;
       end
       if(sel[3])begin
            sw <= score_left;
            an <= 4'b1101;
       end      
    end
end
endmodule
==> design/flow/run.sh <==
#!/bin/bash
# OpenROAD 26Q1-2900-gdf79404cd8, Yosys 0.63+post, stock flow scripts
make -C /OpenROAD-flow-scripts/flow DESIGN_CONFIG=/design/flow/config.mk WORK_HOME=/design/flow/orfs finish
==> design/flow/config.mk <==
export PLATFORM = sky130hd
export DESIGN_NAME = image_logic
export DESIGN_NICKNAME = image_logic
export VERILOG_FILES = /design/flow/design.v
export SDC_FILE = /design/flow/constraint.sdc
export NUM_CORES = 4
export LEC_CHECK = 1
export CORE_UTILIZATION = 40
==> design/flow/constraint.sdc <==
current_design image_logic

set clk_period 7.2
set clk_io_pct 0.2

create_clock -name clk0 -period $clk_period [get_ports {CLK100MHZ}]

set non_clock_inputs [all_inputs -no_clocks]
set_input_delay [expr $clk_period * $clk_io_pct] -clock clk0 $non_clock_inputs
set_output_delay [expr $clk_period * $clk_io_pct] -clock clk0 [all_outputs]
==> impl_metrics.csv <==
group,metric,value,unit
synthesis,synth_top_flop_cell,"dfxtp_1",
drt,drc,0,
synthesis,top_area_frac,0.209,
final_timing,setup_violations,0,
drt,drt-wirelength-per-cell,15.4,um
critical_path,arrival,4550,ps
grt,overflow,0,
grt,grt_max_degree,82,
cells_and_area,nFillCells,2583,
synthesis,ys_cells,1238,
clock_network,cts_resized,0,
flow_run,warnings,38,
grt,antenna_found_initial,0,
synthesis,ys_seq_frac,0.231,
synthesis,synth_top_cell_by_count,"ha_1",
drt,dr_total_vias,8783,
grt,grt_pass1_vias,8320,
final_timing,finalClockSkew,4.45,ps
cells_and_area,finalInstanceArea,0.0114,mm^2
clock_network,cts_setup_buffers,0,
drt,vias_per_cell,5.53,
critical_path,cpMaxStageDelayCell,"clkdlybuf4s50_1",
placement,port_buffers,49,
grt,grt_pass1_wl,41.9,mm
clock_network,cts_hold_buf,0,
flow_run,max_cap_viol_count,0,
placement,pre_cts_slack,1220,ps
synthesis,top_cells_by_count,"ha_1 (178), xnor2_1 (106), inv_1 (100)",
status,status,"finished clean",
critical_path,critPathCaptureType,"output pin",
final_timing,tns,0,ps
die,initial_core_util,0.408,
die,die_y,165,um
synthesis,edf_count,46,
critical_path,slowest_delay,690,ps
cells_and_area,drive_above_1_share,0.0280,
cells_and_area,final_cell_count_no_fill,1587,
die,core.rowCount,59,
synthesis,numSynthFlops,100,
synthesis,synthArstFlopShare,0,
final_timing,rsz0062_at_grt,"no",
clock_network,clkTransAtPathRegs,50,ps
critical_path,crit_chain,"clkdlybuf4s50_1, ha_1, a211oi_1, o221ai_1, a21oi_1, nand2_1, a31oi_1, o21ai_0, o31ai_1, buf_4, clkdlybuf4s50_1",
critical_path,cp-start-kind,"input pin",
final_timing,unclocked_pins,81,
clock_network,clockBufferDepth,2,
critical_path,critPathRequiredTime,5760,ps
drt,drt_iter0_drc,368,
placement,place_hpwl,20.0,mm
critical_path,path_buffers,3,
synthesis,ys_chip_area,0.0107,mm^2
placement,routabilityCongestion,0.901,
cells_and_area,final_util,0.438,
cells_and_area,syn_to_final_growth,7.27,%
final_timing,post-route-min-period,5990,ps
die,chipWidth,165,um
die,core_area,0.0261,mm^2
synthesis,ys.warnings.count,1,
placement,dp.cells,1583,
clock_network,htree_num_levels,1,
final_timing,hold_viol,0,
synthesis,syn_area,0.0107,mm^2
final_timing,relSlewSlack,0.372,
drt,firstDrtPassIters,21,
synthesis,avgSynthCellArea,8.62,um^2
clock_network,cts_made_buffers,3,
critical_path,crit_top_cell,"clkdlybuf4s50_1",
synthesis,yosysTopAreaCell,"ha_1",
drt,antennaDiodeCount,0,
final_timing,worst_slack,1210,ps
final_timing,fin_crit_sh,0.832,
clock_network,clock_latency,250,ps
power_and_ir_drop,power_density,29.9,mW/mm^2
die,io_pins,53,
drt,ant_nets,0,
power_and_ir_drop,p_leak,0.00484,uW
synthesis,netlist_top_cells_area,"ha_1 (21%), edfxtp_1 (13%), dfxtp_1 (10%), xnor2_1 (8.7%), inv_1 (3.5%)",
clock_network,cts_root_buf,"clkbuf_16",
power_and_ir_drop,worst_ir_drop_vdd,136,uV
grt,grt_use_total,0.194,
cells_and_area,logic_area,0.00757,mm^2
critical_path,cp_top_family,"buffers and inverters",
clock_network,cts_tree,"yes",
synthesis,netlist_instances,1238,
final_timing,untimed_endpoints,136,
critical_path,path_class,"input pin to output pin",
worst_hold_path,hold_path.class,"flip-flop to flip-flop",
synthesis,synth.distinct_cells,82,
final_timing,slew_violations,0,
placement,post_dp_cell_area,0.0114,mm^2
drt,finalWirelength,24.4,mm
final_timing,max_freq,0.167,GHz
critical_path,crit_fanout,12,
die,chip_area,0.0273,mm^2
cells_and_area,final-seq-area,0.00246,mm^2
final_timing,worst_pin_slew,942,ps
==> layout make-up <==
type,instances,share of cell area
Timing Repair Buffer,54,0.0461
Inverter,103,0.0338
Clock buffer,3,0.00656
Sequential cell,100,0.215
Clock inverter,1,0.000437
Multi-Input combinational cell,991,0.661
Tap cell,335,0.0366
==> registers in the layout (all words and copies together) (netlist names) <==
name                         cells
sel                              4
an                               2
sw                               4
left_paddle_vertical_index      12
ball_hi                         12
CLK40MHZ_200HZ                  19
score_right                      4
score_left                       4
counter                         10
ball_vi                         12
reset                            1
right_paddle_vertical_index     12
ball_dir                         4
==> per-layer routing <==
layer | wire length [um] | track usage | part of all wire | vias up
met2 | 10700 | 0.306 | 0.44 | 129
met1 | 12900 | 0.314 | 0.53 | 4095
li1 | - | - | - | 4553
met4 | 89 | 0.00785 | 0.0037 | 0
met3 | 644 | 0.00866 | 0.026 | 6
met5 | 0 | 0 | 0 | -
==> layout by cell type, fill, tap and decap left out, types with 5 or more instances in the layout <==
cell type / count
a211o_1: 11
a211oi_1: 16
a21boi_0: 9
a21o_1: 31
a21oi_1: 63
a31oi_1: 11
and2_1: 14
and3_1: 11
buf_4: 5
clkdlybuf4s50_1: 49
dfxtp_1: 53
edfxtp_1: 46
ha_1: 178
inv_1: 100
mux2i_1: 10
nand2_1: 64
nand2b_1: 11
nand3_1: 46
nand3b_1: 5
nand4_1: 31
nor2_1: 70
nor2b_1: 15
nor3_1: 34
nor4_1: 17
o2111ai_1: 10
o211ai_1: 17
o21a_1: 25
o21ai_0: 47
or2_2: 9
or3_1: 15
xnor2_1: 106
xor2_1: 25
==> logic make-up after synthesis <==
logic type	Yosys count	share of synthesized area
multiplexers	18	0.0182
buffers and inverters	148	0.0603
AND-OR/OR-AND	290	0.186
adder cells (fa/ha/maj)	180	0.212
flip-flops	100	0.231
AND/OR/NAND/NOR	370	0.185
XOR/XNOR	131	0.108
other	1	0.000351
==> per-stage QoR <==
step           power [uW]  hold slack, ps
2_1_floorplan         189             391
3_3_place_gp          233             411
4_1_cts               346             428
6_report              343             424
3_5_place_dp          235             412
5_1_grt               367             449
==> worst reg2reg max path: cells and delay by family (launching register included) <==
kind	cells	cell delay, ps
flops	1	370
simple gates	5	1010
xor+xnor	1	130
==> worst paths after layout <==
| check | depth (start not counted) | slack [ps] | end | start |
|---|---|---|---|---|
| setup / recovery | 11 | 1210 | pixel_data[6] | Vindex[11] |
| hold reg to reg | 1 | 420 | CLK40MHZ_200HZ[0] | CLK40MHZ_200HZ[0] |
| hold / removal | 1 | 420 | CLK40MHZ_200HZ[0] | CLK40MHZ_200HZ[0] |
| setup reg to reg | 6 | 5580 | CLK40MHZ_200HZ[11] | CLK40MHZ_200HZ[2] |
==> power by group <==
group          total, uW  switching [uW]  internal, uW  leakage [uW]
Clock                110            36.1          74.3     0.0000409
Combinational        121            61.6          59.7       0.00390
Sequential           111               0           111      0.000893
No activity file was given, so power comes from the tool's default toggle rates.
